File: design/flow/design.v
module up_down_sync_loadable_counter(
    input clk,           
    input reset,         
    input load,          
    input mode_cntrl,    
    input [3:0] data,    
    output reg [3:0] Q   
);
always @(posedge clk)
begin
    if (reset) begin
        Q <= 4'b0000;   
    end
    else if (load) begin
        Q <= data;      
    end
    else begin
        case (mode_cntrl)
            1'b0: Q <= Q - 1;    
            1'b1: Q <= Q + 1;    
        endcase
    end
end
endmodule
File: design/flow/run.sh
#!/bin/bash
# OpenROAD 26Q1-2900-gdf79404cd8, Yosys 0.63+post, stock flow scripts
make -C /OpenROAD-flow-scripts/flow DESIGN_CONFIG=/design/flow/config.mk WORK_HOME=/design/flow/orfs finish
File: design/flow/config.mk
export PLATFORM = sky130hd
export DESIGN_NAME = up_down_sync_loadable_counter
export DESIGN_NICKNAME = up_down_sync_loadable_counter
export VERILOG_FILES = /design/flow/design.v
export SDC_FILE = /design/flow/constraint.sdc
export NUM_CORES = 4
export LEC_CHECK = 1
export CORE_AREA = 10 10 70 70
export DIE_AREA = 0 0 80 80
File: design/flow/constraint.sdc
current_design up_down_sync_loadable_counter

set clk_period 2.3
set clk_io_pct 0.2

create_clock -name clk0 -period $clk_period [get_ports {clk}]

set non_clock_inputs [all_inputs -no_clocks]
set_input_delay [expr $clk_period * $clk_io_pct] -clock clk0 $non_clock_inputs
set_output_delay [expr $clk_period * $clk_io_pct] -clock clk0 [all_outputs]
==> flow_summary.ini <==
; synthesis and place-and-route metrics
[power_and_ir_drop]
combPwrFrac_pct = 26.7
ir_worst_vdd_mv = 0.0699
leakagePower_nw = 0.162
switching_power_mw = 0.0598
p_clk_share_pct = 37.5
p_per_area_nw_per_um2 = 555
p_int_mw = 0.175
netSwitchingFraction_pct = 25.4
p_seq_share_pct = 35.8

[synthesis]
synth.avg_cell_area_um2 = 9.81
synth-edff-count = 0
netlist_area_um2 = 245
adder_share_pct = 18.4
ys_sh_aoi_pct = 13.8
synthMuxAreaShare_pct = 8.16
ys_top_logic_family = adder cells
netlist_instances = 25
area_leaders = dfxtp_1 (33%), ha_1 (10%), fa_1 (8.2%)
synth_flops = 4
ys_types = 15
synth-warning-count = 1
synth-xor-area-share_pct = 7.14
top_cells_by_count = nor2_1 (5), dfxtp_1 (4), a21oi_1 (2), ha_1 (2), mux2i_1 (2)
synth_seq_share_pct = 32.7
ys_cells = 25
simple_gate_share_pct = 13.8
synthFlopType = dfxtp_1
synth_top_area_share_pct = 32.7
yosys_area_um2 = 245
yosysTopAreaCell = dfxtp_1
most_common_cell = nor2_1
ys_async_sr_fraction_pct = 0

[finish]
n_fill_cell = 395
fin_cells = 84
layout-drive-gt1-share_pct = 10.5
flop_area_um2 = 80.1
largestRegisters = Q x4
syn2layout_area_growth_pct = 73.0
final_area_um2 = 424
mi_logic_area_um2 = 150
largest_reg_flops = 4
top_register = Q

[placement]
hpwl_um = 583
io_buffers = 11
gp_congestion = 0.677
placed_cell_area_um2 = 402
placed_cells = 81

[critical_path]
start_kind = input pin
cp_max_fo = 3
end_kind = flip-flop
arrival_ps = 1980
max_stage_delay_ps = 500
crit_path_top_delay_cell = clkdlybuf4s50_1
rrSetupSlack_ps = 1000
required_ps = 2460
critical_path.cell_chain = clkdlybuf4s50_1, inv_1, ha_1, a21oi_1, a2111o_1, o211ai_2
criticalPathCategory = input pin to flip-flop

[cts]
postCtsSetupBuffers = 0
clk_pin_slew_worst_paths_ps = 40
clock.latency.late_pin_ps = 240
cts_tree = built
cts_num_sinks = 4
postCtsResizedCells = 0
cts_max_level = 1
cts_buffers = 3
ctsRootBufferMaster = clkbuf_4
cts_buffer_depth = 2
cts-hold-fix-buffers = 0

[routing]
wl_per_cell_um = 8.31
firstDrtPassIters = 4
viasPerCell = 2.65
n_antenna_cell = 0
drc_errors = 0
ant_nets = 0
vias = 223
drt_iter0_drc = 3
wl_um = 698

[die]
core_util_floorplan_pct = 7.18
num_io_pins = 12
core_um2 = 3420
die_w_um = 80
rows = 21
fp.dieH_um = 80
dieArea_um2 = 6400

[global_routing]
grt_usage_pct = 2.08
grt_pass1_vias = 263
antenna_found_initial = 0
grt_max_degree = 8
grt_overflow = 0
grt_pass1_wl_um = 1120

[final_timing]
whs_ps = 588
slew_headroom_pct = 79.2
tns_ps = 0
period_minus_slack_ps = 1810
fmax_mhz = 552
setup_viol = 0
maxSlewViolCount = 0
fin_skew_ps = 4.90
finalHoldViolCount = 0
rsz0062_at_grt = false
finalClockPeriodUsage_pct = 78.7
tightestPinTransition_ps = 312

[worst_hold_path]
hold_path.class = flip-flop to flip-flop

[outcome]
outcome = completed

[run]
warnings = 25
drv_cap = 0
## kinds of logic after synthesis
group | count (synthesis)
muxes | 2
xor gates and xnor gates | 2
buffers and inverters | 2
DFF | 4
and+or+nand+nor | 8
AOI/OAI and AO/OA | 4
adders and majority gates | 3
## critical path, delay by kind of cell
family | cells | cell delay [ps]
fa+ha+maj | 1 | 330
compound gates | 3 | 590
buf+inv | 2 | 590
## path summary, 6_finish.rpt
kind,start,endpoint,cells past startpoint
setup / recovery,mode_cntrl,Q[3]$_SDFF_PP0_,6
setup reg to reg,Q[2]$_SDFF_PP0_,Q[3]$_SDFF_PP0_,4
hold / removal,Q[0]$_SDFF_PP0_,Q[0]$_SDFF_PP0_,3
hold reg to reg,Q[0]$_SDFF_PP0_,Q[0]$_SDFF_PP0_,3
## cells in the final DEF (no fill, tap or decap), drive strengths merged
cell           instances
o211ai                 1
inv                    1
dfxtp                  4
xor2                   1
nand4                  1
mux2i                  2
fa                     1
ha                     2
nand3                  1
nor2                   5
nand2                  1
clkdlybuf4s50         11
a2111o                 1
xnor2                  1
clkbuf                 3
a21oi                  2
## metal layers
| metal | routed length (um) | vias up | share of wire [%] | track usage (%) |
|---|---|---|---|---|
| met2 | 355 | 8 | 51 | 3.61 |
| met1 | 294 | 99 | 42 | 2.33 |
| met3 | 33 | 2 | 4.7 | 0.455 |
| met5 | 0 | - | 0 | 0 |
| li1 | - | 114 | - | - |
| met4 | 15 | 0 | 2.1 | 1.06 |
## power by group through the flow
stage	Combinational, mW	Clock [mW]	Sequential, mW
4_1_cts	0.0638	0.0921	0.0844
5_1_grt	0.0707	0.0993	0.0856
6_report	0.0628	0.0882	0.0842
## metrics by stage
| stage | util [%] | worst slack, ps | total power, mW |
|---|---|---|---|
| after floorplan | - | 848 | 0.115 |
| after global placement | 11.8 | 265 | 0.148 |
| after detailed placement | 11.8 | 238 | 0.149 |
| after CTS | 12.4 | 488 | 0.240 |
| after global routing | 12.4 | 421 | 0.256 |
| final | 12.4 | 489 | 0.235 |
## cell type report
cell class	count	area share (%)
Multi-Input combinational cell	19	35.4
Timing Repair Buffer	11	26.0
Tap cell	46	13.6
Sequential cell	4	18.9
Inverter	1	0.885
Clock buffer	3	5.31
Power and IR drop assume default switching activity.
