## flow/config.mk

```make
export PLATFORM = sky130hd
export DESIGN_NAME = dual_port_ram_syn
export DESIGN_NICKNAME = dual_port_ram_syn
export VERILOG_FILES = /design/flow/design.v
export SDC_FILE = /design/flow/constraint.sdc
export NUM_CORES = 4
export LEC_CHECK = 1
export CORE_UTILIZATION = 30
```

## flow/constraint.sdc

```tcl
current_design dual_port_ram_syn

set clk_period 1.0
set clk_io_pct 0.2

create_clock -name clk0 -period $clk_period [get_ports {clk_in}]

set non_clock_inputs [all_inputs -no_clocks]
set_input_delay [expr $clk_period * $clk_io_pct] -clock clk0 $non_clock_inputs
set_output_delay [expr $clk_period * $clk_io_pct] -clock clk0 [all_outputs]
```

## flow/design.v

```verilog
module dual_port_ram_syn(clk_in, we, re, reset, we_addr, rd_addr, din, dout);
     parameter WIDTH = 8;
     parameter DEPTH = 16;
     parameter ADDR_SIZE = 4;
     input clk_in, we, re, reset;                
     input  [ADDR_SIZE-1:0] we_addr, rd_addr;  
     input  [WIDTH-1:0] din;  
     output reg [WIDTH-1:0] dout;
     reg [WIDTH-1:0] mem [DEPTH-1:0];  
     reg clk_gated;
	 integer i;
     always @(posedge clk_in) begin
         if (reset) begin
             clk_gated <= 0;
         end else begin
             clk_gated <= we | re;  
         end
     end
     always @(posedge clk_gated) begin
         if (reset) begin
             dout <= 8'h00;
             for (i = 0; i < DEPTH; i = i + 1) begin
                 mem[i] <= 0;
             end
         end else begin
             if (we && ~re) begin
                 mem[we_addr] <= din;
             end 
             if (re && ~we) begin
                 dout <= mem[rd_addr];
             end
         end
     end
endmodule
```

## flow/run.sh

```bash
#!/bin/bash
# OpenROAD 26Q1-2900-gdf79404cd8, Yosys 0.63+post, stock flow scripts
make -C /OpenROAD-flow-scripts/flow DESIGN_CONFIG=/design/flow/config.mk WORK_HOME=/design/flow/orfs finish
```

==> results.cfg <==
; synthesis and place-and-route metrics
[run_status]
status = finished, final reports clean

[critical_path]
worstPathRequired_ns = 0.93
cp_max_fo = 2
worstPathArrival_ns = 0.80
crit_chain = clkdlybuf4s50_1 > nor2_1 > nor2_1
cp-start-kind = primary input
cp_common_cell = nor2_1
end_kind = flop
crit_path_top_delay_cell = clkdlybuf4s50_1
cpPeakStageDelay_ns = 0.48
worstSetupPathType = in -> reg

[placed_design]
place_congestion = 0.792
dp_hpwl_mm = 9.01
io_buffers = 27
post-place-ws_ns = -0.0447

[final_timing]
setup_ws_ns = 0.130
worst_pin_slew_ns = 0.748
finalCriticalPeriod_ns = 0.870
holdWs_ns = 0.719
clock.fmax_mhz = 1150
hold_viol_final = 0
slew_headroom_pct = 50.1
finalCritPeriodShare_pct = 87.0
setup-tns-final_ns = 0
slew_violations = 0
setup_viol = 0
unclocked_regs = 136
unconstrained_endpoints = 272
rsz0062_at_grt = false

[die]
io_pins = 28
die_area_mm2 = 0.0218
fp_util_pct = 31.1
fp.dieW_um = 148
die_h_um = 148
core_area_mm2 = 0.0205
rows = 52

[detailed_routing]
detail-route-antenna-nets = 0
drc = 0
finalWirelength_mm = 13.3
viasPerCell = 4.70
vias = 3372
initialDrtViolationCount = 192
wire_per_inst_um = 18.6
dr.pass1.iters = 6

[yosys]
synth_warnings = 1
ys_seq_share_pct = 63.2
ys.flop_type = edfxtp_1
edf_count = 128
synthesis.area_mm2 = 0.00637
ys_cells = 422
syn_area_per_cell_um2 = 15.1
ys_area_mm2 = 0.00637
synth_flops = 137
ys_types = 33
netlist_instances = 422
async_flop_share_pct = 0

[global_routing]
grt_pass1_vias = 3432
grt_usage_pct = 13.3
grt_util_met1_pct = 20.1
antenna_found_initial = 1
overflow = 0
grt_max_degree = 73
use_met2_pct = 20.5
grt.met3_usage_pct = 5.29
grt-busiest-layer = met2
grt_pass1_wl_mm = 20.4

[flow_run]
tool_warnings = 28
cap_violations = 0

[layout]
area_delta_synth_final_pct = 8.82
drive_gt1_share_pct = 9.19
postLayoutCoreUtil_pct = 33.8

[power_and_ir_drop]
finalPower_uw = 1560
power_density_mw_per_mm2 = 225
irDropWorstVdd_uv = 223
power_leakage_uw = 0.00256

[clock_tree]
clk_pin_slew_ns = 0
postCtsResizedCells = 1
cts_hold_buf = 0
cts_setup_buffers = 0

[min_path]
hp-class = in -> reg
==> path summary, 6_finish.rpt <==
path | slack, ns | endpoint | depth (start not counted) | from
setup / recovery | 0.13 | clk_gated$_SDFF_PP0_ | 3 | re
hold / removal | 0.72 | clk_gated$_SDFF_PP0_ | 3 | we
==> synth_stat cells (all sizes together) (2+ instances only) <==
cell      n  share of area, %
dfxtp     9               2.8
mux4     23               9.1
and2    129                13
o211ai    9               1.1
inv       2              0.12
or2       4              0.39
nor2     15              0.88
mux2i    26               4.1
clkbuf   13               1.1
buf       8               1.3
nor3      4              0.63
o21ai    19               1.5
edfxtp  128                60
nand2b    4              0.39
nand2    13              0.77
a221oi    8               1.3
==> through the flow <==
stage,instance area [um^2],std cells
after floorplan,6370,422
after global placement,6930,716
after detailed placement,6930,716
after CTS,6930,716
after global routing,6930,716
final,6930,717
==> metal layers <==
metal	up-vias	wire, um
li1	1615	-
met1	1650	5960
met2	105	6080
met3	2	1260
met4	0	27
met5	-	0
==> sequential cells by signal, summed over array words and instances, names as in the netlist <==
signal,flops
mem,128
dout,8
clk_gated,1
==> logic make-up after synthesis <==
family / Yosys count / share of synthesized area [%]
simple gates: 174 / 16.5
compound gates: 37 / 3.93
mux: 49 / 13.2
buf+inv: 25 / 3.16
flops: 137 / 63.2
==> power by group <==
part	switching, uW	internal, uW	total [uW]
combinational	557	311	869
clock	0	0.00269	0.00269
sequential	34.7	654	689
==> critical path, delay by kind of cell <==
kind | cells | cell delay [ns]
buf+inv | 1 | 0.48
simple gates | 2 | 0.12
==> placed cells by master, fill, tap and decap left out, types with 6 or more instances in the layout <==
cell	instances
mux4_2	6
a221oi_1	6
nand2_1	13
o211ai_1	9
o21ai_0	13
and2_1	128
nor2_1	15
o21ai_1	6
dfxtp_1	8
mux4_1	17
edfxtp_1	128
mux2i_1	26
buf_4	20
clkdlybuf4s50_1	25
==> final cells by class <==
class / count / area [um^2]
antenna: 1 / 2.50
fill: 1955 / 13600
tap: 270 / 338
multi-input combinational: 260 / 2140
inverter: 2 / 7.51
timing repair buffer: 47 / 414
sequential: 137 / 4030
No activity file was given, so power comes from the tool's default toggle rates.
