<file path="run.sh">
#!/bin/bash
# OpenROAD 26Q1-2900-gdf79404cd8, Yosys 0.63+post, stock flow scripts
make -C /OpenROAD-flow-scripts/flow DESIGN_CONFIG=/design/flow/config.mk WORK_HOME=/design/flow/orfs finish
</file>
<file path="config.mk">
export PLATFORM = sky130hd
export DESIGN_NAME = mod12_sync_loadable_counter
export DESIGN_NICKNAME = mod12_sync_loadable_counter
export VERILOG_FILES = /design/flow/design.v
export SDC_FILE = /design/flow/constraint.sdc
export NUM_CORES = 4
export LEC_CHECK = 1
export CORE_AREA = 10 10 70 70
export DIE_AREA = 0 0 80 80
</file>
<file path="constraint.sdc">
current_design mod12_sync_loadable_counter

set clk_period 1.3
set clk_io_pct 0.2

create_clock -name clk0 -period $clk_period [get_ports {clk}]

set non_clock_inputs [all_inputs -no_clocks]
set_input_delay [expr $clk_period * $clk_io_pct] -clock clk0 $non_clock_inputs
set_output_delay [expr $clk_period * $clk_io_pct] -clock clk0 [all_outputs]
</file>
<file path="design.v">
module mod12_sync_loadable_counter(
    input clk,           
    input reset,         
    input load,          
    input [3:0] data,    
    output reg [3:0] Q   
);
always @(posedge clk)
begin
    if (reset) begin
        Q <= 4'b0000;   
    end
    else if (load) begin
        Q <= data;      
    end
    else begin
	if (Q >= 12) begin
	Q = 4'b0000;
	end
	else begin
      Q <= Q + 1;     
    end
	end
end
endmodule
</file>
==> Changelog: implementation <==
### Implementation results

- Run status: completed
- Area delta synth->final: 112%
- Final slew viol count: 0
- Syn. warnings: 1
- IR drop worst, VDD: just under 0.5 mV
- Cell Type Count: 13
- Clock transition at path regs: approximately 0.04 ns
- CP Max Fanout: 3
- Maximum capacitance violations: 0
- Post-Syn Instances: 21
- Layout filler cell count: between 300 and 400
- Share of layout cells above drive strength 1: around 32%
- Worst min-delay path class: reg2reg
- LEAKAGE: 0.183 nW
- CP Launch Type: flop
- Grt peak-use layer: met1
- TritonCTS clock tree: yes
- Insertion Delay late pin: about 0.24 ns
- Tool warning count: 25
- Final Cycle Share: 95.7%
- DR DRC count: 0
- Gr ovfl total: 0
- Max Freq: ~0.8 GHz
- Die Width: 80 µm
- Number of cell rows: 21
- Die Y: 80 µm
- Ys flops: 4
- Synth Cell Area: 188 µm²
- Initial antenna violation count: 0
- Gate power share: roughly a fifth
- Total Power: roughly 370 µW
- Area leader share: a little over two fifths
- Setup Viol. Count Final: 0
- Setup WS pre-CTS: -0.0579 ns
- Final Hold Violating Endpoints: 0
- Root buffer cell: clkbuf_4
- Worst Skew: roughly 0.0041 ns
- Via Count: about 220
- I/O pin cnt: 11
- Largest registers: Q: 4 flops
- Vias per cell: around 2.6
- Logic area: 96.3 µm²
- Drt first pass iters: 3
- Floorplan utilization: under 10%
- Switching Fraction: ~23%
- Vias in the first global route: 233
- DR iter-0 viols: 2
- Top cells by area: dfxtp_1 43%, a21oi_1 8.0%, a221oi_2 8.0%
- Seq pwr share: 38.2%
- Syn Area/Cell: about 8.9 µm²
- CP endpoint kind: flop
- Yosys Instances: 21
- Yosys Chip Area: around 190 µm²
- Post-DP Area: roughly 350 µm²
- Grt met1 use: under 10%
- Crit path arrival time: approximately 1.4 ns
- PortBufs: 10
- Sink Count: 4
- Final wirelength: 658 µm
- CTS Buf Count: 3
- Detailed placement HPWL: approximately 540 µm
- Core ar.: roughly 0.0034 mm²
- Worst-Margin Slew: ~0.29 ns
- DRT antenna net count: 0
- Register area share after synthesis: around 43%
- Largest net degree at the start of global routing: 9
- Grt met2 use: between 1.5 and 2%
- H-tree Lvls: 1
- Design area: between 300 and 400 µm²
- DR WL/cell: 7.93 µm
- PnR worst setup slack: 0.0556 ns
- CTS Buffer Depth: 2
- First-pass GRT wire length: between 1 and 1.5 mm
- Psw: between 80 and 90 µW
- Setup Crit Path Kind: reg2reg
- Req. time, crit path: roughly 1.5 ns
- Max_slew headroom: about four fifths
- Reg area: between 80 and 90 µm²
- Die Footprint: 0.00640 mm²
- Final min period: around 1.2 ns
- Min Hold Slack: 0.564 ns
- Met3 Usage GRT: between 1.5 and 2%
- Largest register FFs: 4
- RSZ-0062 raised after global routing: no
- Routability cong.: around 0.72
- Diodes inserted: 0
- Int Pwr: ~290 µW
- Largest Register: Q
- Clock Power Share: between 40 and 50%
- Cell taking the most area after synthesis: dfxtp_1
- Pwr Density: roughly 930 mW/mm²
- Tot GR Track Use: approximately 2.3%
## metrics by stage
stage                     util [%]  TNS, ns  std cells
after floorplan                  -        0         21
after global placement        10.1        0         77
after detailed placement      10.1  -0.0893         77
after CTS                     11.5        0         83
after global routing          11.6        0         83
final                         11.6        0         83
## final cells by class
class,count,area share (%)
inverter,3,2.83
multi-input combinational,14,24.2
sequential,4,21.4
clock buffer,3,5.66
timing repair buffer,13,31.4
tap,46,14.5
## final timing paths
check,startpoint,end,slack [ns],cells after the start
worst max-delay path,Q[0],Q[2],0.06,4
worst min-delay path,Q[3],Q[2],0.56,2
worst min register to register,Q[3],Q[2],0.56,2
worst max register to register,Q[0],Q[2],0.06,4
## worst max-delay path, cell delays in order (launching register included)
cell      delay (ns)
dfxtp_2         0.31
buf_4           0.13
ha_1            0.20
or3_1           0.32
a221oi_2        0.20
## power groups by stage
| stage | Clock [mW] | Sequential (mW) | Combinational [mW] |
|---|---|---|---|
| CTS | 0.161 | 0.141 | 0.0773 |
| finish | 0.153 | 0.141 | 0.0747 |
| global route | 0.174 | 0.142 | 0.0847 |
## synthesized netlist by cell type
cell / count
a21oi_1: 3
a221oi_1: 1
a221oi_2: 1
a22oi_1: 1
dfxtp_1: 4
ha_1: 1
inv_1: 2
inv_2: 1
nand2_1: 2
nand3b_1: 1
nand4b_1: 1
nor2_1: 2
or3_1: 1
## routing by layer
layer  up-vias  routed length (µm)
met2        15                 163
met5         -                   0
met3         0                  75
li1        110                   -
met1        93                 419
met4         0                   0
## repair_timing
action / CTS / global route
pin swaps: 0 / 0
setup endpoints to repair: 4 / 2
hold buffers: 0 / 0
gates resized: 6 / 2
setup buffers: 3 / 0
## cells by family after synthesis
logic type / synth area share, %
compound gates: 24.7
buf+inv: 6.00
flops: 42.7
simple gates: 20.0
fa+ha+maj: 6.67
## cell usage in the layout, fill, tap and decap left out
cell type	instances
dlymetal6s2s_1	2
clkdlybuf4s50_1	6
inv_1	2
nor2_1	2
nand3b_1	1
ha_1	1
buf_4	3
a221oi_2	1
dlygate4sd2_1	2
dfxtp_2	4
inv_2	1
a221oi_1	1
clkbuf_4	3
a21oi_1	3
or3_1	1
nand4b_1	1
nand2_1	2
a22oi_1	1
Power and IR drop assume default switching activity.
